<file path="design.v">
module  counter
#(
    parameter   CNT_MAX =   25'd49_999_999
)
(
    input   wire    sys_clk,
    input   wire    sys_rst_n,
    output  reg     led_out
);
reg [24:0]  cnt;
reg     cnt_flag;
always@(posedge sys_clk or  negedge sys_rst_n) 
    if(sys_rst_n    ==  1'b0)
        cnt <= 25'd0;
    else    if(cnt  ==  CNT_MAX)
        cnt <= 25'd0;
    else
        cnt <= cnt+25'd1;
always@(posedge sys_clk or  negedge sys_rst_n) 
    if(sys_rst_n    ==  1'b0)
        cnt_flag <= 1'b0; 
    else    if(cnt  ==  CNT_MAX -   25'd1)
        cnt_flag <=   1'b1;
    else
        cnt_flag <= 1'b0;
always@(posedge sys_clk or  negedge sys_rst_n) 
    if(sys_rst_n    ==  1'b0)
        led_out <= 1'b0; 
    else    if(cnt_flag ==   1'b1)
        led_out <=  ~led_out; 
    else
        led_out <=  led_out; 
endmodule
</file>
<file path="run.sh">
#!/bin/bash
# OpenROAD 26Q1-2900-gdf79404cd8, Yosys 0.63+post, stock flow scripts
make -C /OpenROAD-flow-scripts/flow DESIGN_CONFIG=/design/flow/config.mk WORK_HOME=/design/flow/orfs finish
</file>
<file path="config.mk">
export PLATFORM = sky130hd
export DESIGN_NAME = counter
export DESIGN_NICKNAME = counter
export VERILOG_FILES = /design/flow/design.v
export SDC_FILE = /design/flow/constraint.sdc
export NUM_CORES = 4
export LEC_CHECK = 1
export CORE_AREA = 10 10 92 92
export DIE_AREA = 0 0 102 102
</file>
<file path="constraint.sdc">
current_design counter

set clk_period 3.9
set clk_io_pct 0.2

create_clock -name clk0 -period $clk_period [get_ports {sys_clk}]

set non_clock_inputs [all_inputs -no_clocks]
set_input_delay [expr $clk_period * $clk_io_pct] -clock clk0 $non_clock_inputs
set_output_delay [expr $clk_period * $clk_io_pct] -clock clk0 [all_outputs]
</file>
==> results.toml <==
# generated from flow reports
[logic_synthesis]
avgSynthCellArea_um2 = 10.3
yosys_area_um2 = 1320
synthXorXnorAreaFrac_pct = 9.94
synthTopCellsByArea = "dfrtp_1 51%, xor2_1 6.0%, nand4_1 4.3%, xnor2_1 4.0%, a21oi_1 3.0%"
yosysWarnings = 2
edf_count = 0
common_cells = "27 x dfrtp_1, 9 x nand4_1, 9 x xor2_1"
synthFlopType = "dfrtp_1"
synth_cell_types = 26
yosysCellCount = 128
ys_sh_aoi_pct = 8.14
yosys.area_share.adder_pct = 1.89
most_common_cell = "dfrtp_1"
mux_area_share_pct = 0
synthTopLogicFamily = "simple AND/OR/NAND/NOR gates"
top_area_share_pct = 51.1
synthCells = 128
syn_area_um2 = 1320
ys_ff = 27
synth_seq_share_pct = 51.1
async_flop_share_pct = 100
yosys.area_share.simple_pct = 26.7
synth_area_leader_cell = "dfrtp_1"

[final_layout]
fin_util_pct = 23.1
regArea_um2 = 676
area_delta_synth_final_pct = 13.1
drive_gt1_share_pct = 8.96
num-fill-cells = 681
logic_area_um2 = 623

[critical_path]
crit_type = "reg2reg"
required_ns = 4.10
start_kind = "register"
r2r_start = "cnt[4]"
reg2reg_to = "cnt[23]"
ff2ff_setup_slack_ns = 1.86
critPathArrivalTime_ns = 2.24
rr_worst_depth = 4
critPathCaptureType = "register"
path_max_fanout = 8

[sta]
rsz0062_at_grt = "false"
maxSlewViolCount = 0
tightest_slew_ns = 0.552
fin_crit_sh_pct = 52.2
fmax_ghz = 0.491
setup_tns_ns = 0
skew_ns = 0.00152
fin_crit_ns = 2.04
worst_slack_ns = 1.86
setup_violations = 0
hold_viol_final = 0
relSlewSlack_pct = 62.9

[pwr]
vdd_drop_max_v = 0.000250
p_int_mw = 0.354
power.total_mw = 0.440
p_seq_share_pct = 63.6
power-per-cell-area_nw_per_um2 = 294
clkPwrFrac_pct = 34.8
swShare_pct = 19.4
combPwrFrac_pct = 1.5
p_sw_mw = 0.0854
p_leak_nw = 0.595

[min_path]
holdPathEnd = "led_out"
hold_depth = 1
hp-class = "reg2reg"
min_from = "cnt_flag"

[routing]
vias = 959
drc = 0
ant_nets = 0
wl_per_cell_um = 10.9
drt_iter0_drc = 71
totalWireLength_um = 2310
antenna_cells = 0
vias_per_cell = 4.55
drt_pass1_iterations = 4

[grt]
grt_overflow = 0
antenna_found_initial = 0
grt_pass1_vias = 855
grt_max_degree = 28
grt_use_total_pct = 4.51
grt_pass1_wl_um = 3970

[placement]
portBuffers = 2
dp_slack_ns = 1.88
hpwlAfterDp_um = 1680
gp_congestion = 0.831

[clock_network]
cts_buffer_depth = 2
cts.sinks = 27
clkTransAtPathRegs_ns = 0.09
post_cts_buffers = 0
cts_buffers = 3
cts_tree = "done"
holdBufCountCts = 0
htreeDepth = 1
ctsRootBufferMaster = "clkbuf_8"
clk_latency_ns = 0.26
cts_resized = 0

[outcome]
outcome = "finished clean"

[floorplanning]
die_x_um = 102
rows = 29
chipArea_um2 = 10400
core_area_um2 = 6460
initCoreUtil_pct = 20.5
io_pins = 3
die_h_um = 102

[job]
warnings = 26
drv_cap = 0
-- worst max-delay path, stage by stage (launching register included) --
cell	delay (ns)
dfrtp_1	0.48
nand4_4	0.18
or4_1	0.67
or4_4	0.52
a21oi_2	0.13
-- worst max path at each step --
stage,startpoint,endpoint,slack [ns],depth (start not counted)
4_1_cts,cnt[4],cnt[23],1.86,4
5_1_grt,cnt[2],cnt[23],1.76,4
6_report,cnt[4],cnt[23],1.86,4
-- stage by stage --
step	hold slack, ns	cells	area (µm²)
final	0.433	211	1490
after floorplan	0.417	128	1320
after global placement	0.422	207	1450
after detailed placement	0.433	207	1450
after CTS	0.440	211	1490
after global routing	0.454	211	1490
-- layout make-up --
class	count	area share (%)
Sequential cell	27	45.2
Timing Repair Buffer	4	2.35
Clock buffer	4	3.02
Inverter	5	1.26
Multi-Input combinational cell	94	41.7
Tap cell	77	6.45
-- flip-flops by register name, indices dropped and copies added (netlist names) --
register / count
cnt: 25
cnt_flag: 1
led_out: 1
-- cell usage in the layout (no fill, tap or decap) --
cell / count
nor4_1: 4
and4_1: 2
nand3b_1: 3
o21ai_0: 5
or2_2: 2
ha_1: 2
and3_1: 3
nand4_1: 9
nor2_1: 8
o41ai_1: 1
or4_4: 1
a21bo_2: 1
inv_1: 5
clkbuf_8: 3
o31ai_1: 2
clkdlybuf4s50_1: 2
dfrtp_1: 27
nand4_4: 1
a21oi_2: 1
nor4_2: 1
nand3_1: 7
nor3_1: 4
or4_1: 3
buf_4: 2
xnor2_1: 6
clkbuf_1: 1
a21oi_1: 8
nand2_1: 6
xor2_1: 9
or3_1: 5
-- cell families after synthesis --
group / after synthesis
and+or+nand+nor: 59
DFF: 27
AOI/OAI and AO/OA: 18
xor gates and xnor gates: 15
buffers and inverters: 7
adders and majority gates: 2
-- layer usage --
| metal | vias up | global-route usage (%) | wire length, µm |
|---|---|---|---|
| met4 | 0 | 0.217 | 4 |
| met5 | - | 0 | 0 |
| met1 | 447 | 6.87 | 1180 |
| li1 | 488 | - | - |
| met2 | 22 | 6.77 | 992 |
| met3 | 2 | 0.954 | 132 |
-- power by group through the flow --
| stage | clock [mW] | sequential [mW] | combinational (mW) |
|---|---|---|---|
| 4_1_cts | 0.160 | 0.280 | 0.00744 |
| 5_1_grt | 0.174 | 0.280 | 0.00814 |
| 6_report | 0.153 | 0.280 | 0.00678 |
Power figures rest on the tool's default switching activity, not on a simulated workload.
