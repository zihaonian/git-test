<file path="/design/flow/run.sh">
#!/bin/bash
# OpenROAD 26Q1-2900-gdf79404cd8, Yosys 0.63+post, stock flow scripts
make -C /OpenROAD-flow-scripts/flow DESIGN_CONFIG=/design/flow/config.mk WORK_HOME=/design/flow/orfs finish
</file>
<file path="/design/flow/config.mk">
export PLATFORM = sky130hd
export DESIGN_NAME = complex_fsm
export DESIGN_NICKNAME = complex_fsm
export VERILOG_FILES = /design/flow/design.v
export SDC_FILE = /design/flow/constraint.sdc
export NUM_CORES = 4
export LEC_CHECK = 1
export CORE_AREA = 10 10 70 70
export DIE_AREA = 0 0 80 80
</file>
<file path="/design/flow/constraint.sdc">
current_design complex_fsm

set clk_period 1.8
set clk_io_pct 0.2

create_clock -name clk0 -period $clk_period [get_ports {sys_clk}]

set non_clock_inputs [all_inputs -no_clocks]
set_input_delay [expr $clk_period * $clk_io_pct] -clock clk0 $non_clock_inputs
set_output_delay [expr $clk_period * $clk_io_pct] -clock clk0 [all_outputs]
</file>
<file path="/design/flow/design.v">
module  complex_fsm
(
    input   wire    sys_clk     ,
    input   wire    sys_rst_n   ,
    input   wire    pi_half     ,
    input   wire    pi_one      ,
    output  reg     po_cola     ,
    output  reg     po_half    
);
parameter   IDLE        =5'b00001;
parameter   HALF        =5'b00010;
parameter   ONE         =5'b00100;
parameter   ONE_HALF    =5'b01000;
parameter   TWO         =5'b10000;
reg [4:0]   state;
wire [1:0]   pi_money;
assign  pi_money    =   {pi_one,pi_half};
always@(posedge sys_clk or  negedge sys_rst_n)
    if(sys_rst_n    ==  1'b0)
        state   <=   IDLE;
    else    case(state)
                IDLE    :   if(pi_money ==  2'b10)
                                state   <=   ONE;
                            else    if(pi_money ==  2'b01)
                                state   <=   HALF;
                            else
                                state   <=   IDLE;
                HALF    :   if(pi_money ==  2'b10)
                                state   <=   ONE_HALF ;
                            else    if(pi_money ==  2'b01)
                                state   <=   ONE;
                            else
                                state   <=   HALF;
                ONE     :   if(pi_money ==  2'b10)
                                state   <=   TWO ;
                            else    if(pi_money ==  2'b01)
                                state   <=   ONE_HALF;
                            else
                                state   <=   ONE;
                ONE_HALF:   if(pi_money ==  2'b10)
                                state   <=   IDLE ;
                            else    if(pi_money ==  2'b01)
                                state   <=   TWO;
                            else
                                state   <=   ONE_HALF;
                TWO     :   if(pi_money ==  2'b10)
                                state   <=   IDLE ;
                            else    if(pi_money ==  2'b01)
                                state   <=   IDLE;
                            else
                                state   <=   TWO; 
                default :       state   <=   IDLE; 
            endcase
always@(posedge sys_clk or  negedge sys_rst_n)
        if(sys_rst_n    ==  1'b0)
            po_cola   <=   1'b0;
        else    if((state == TWO && pi_money ==  2'b10)||(state == TWO && pi_money ==  2'b01)||(state == ONE_HALF && pi_money ==  2'b10))
            po_cola   <=   1'b1;
        else    
            po_cola   <=   1'b0;
always@(posedge sys_clk or  negedge sys_rst_n)
        if(sys_rst_n    ==  1'b0)
            po_half   <=   1'b0;
        else    if(state == TWO && pi_money ==  2'b10)
            po_half   <=   1'b1;
        else    
            po_half   <=   1'b0;   
endmodule            
</file>
==> results.toml <==
# yosys + openroad results
[cts]
cts_buffers = 3
clock_sinks = 7
ctsHoldBuffers = 0
postCtsResizedCells = 0
clkSlewWorstSetupHoldPaths_ps = 50
cts_setup_buffers = 0
clockBufferDepth = 2
root_buffer = "clkbuf_4"
clock.latency.late_pin_ps = 250
cts_tree = "done"
htreeDepth = 1

[timing]
slew_viol_final = 0
rsz0062_at_grt = "no"
tightest_slew_ps = 313
report.final.hold_viol_count = 0
finalWorstSetupSlack_ps = 306
fmax_ghz = 0.669
fin_crit_sh_pct = 83.0
setup_viol_count_final = 0
finalClockSkew_ps = 2.32
tns_ps = 0
slew_headroom_pct = 79.1
min_period_ps = 1490

[power_and_ir_drop]
irDropWorstVdd_mv = 0.136
power.density_mw_per_mm2 = 746
p_leak_nw = 0.210

[hold_path]
hold_path_class = "in -> async"

[route]
antenna_cells = 0
first_pass_iters = 6
drc_errors = 0
ant_nets = 0
num_vias = 228
routed_wl_um = 554
viasPerCell = 2.89
avgRoutedWirePerCell_um = 7.01
drt-initial-drc-count = 57

[yosys]
synth-cells-yosys = 24
yosysWarnings = 1
synthesis.area_sq_um = 288
synth.distinct_cells = 10
ys_seq_share_pct = 61.3
avgSynthCellArea_sq_um = 12.0
synth_flops = 7
netlist_instances = 24
yosysChipArea_sq_um = 288

[setup_path]
r2r-end = "state[3]"
rr_startpoint = "state[4]"
crit_required_ps = 1930
crit_family = "buffers and inverters"
startpoint_type = "input pin"
cp_slowest_cell = "clkdlybuf4s50_1"
path_common_cell = "inv_1"
path_max_fanout = 5
reg2regPathDepth = 2
path_buffers = 3
r2r_slack_ps = 850
crit_path_cell_trace = "clkdlybuf4s50_1 -> inv_1 -> ha_1 -> a222oi_1 -> inv_1"
end_kind = "flop"
crit_arrival_ps = 1620
crit_type = "in -> reg"
cpPeakStageDelay_ps = 480

[floorplan]
die_w_um = 80
die_height_um = 80
fp-utilization_pct = 8.42
die_area_sq_mm = 0.00640
coreArea_sq_mm = 0.00342
rows = 21
ioPinCount = 6

[placement]
hpwl_um = 449
place_ws_ps = 47.7
globalplace.congestion = 0.573
place_area_sq_um = 395
io_buffers = 5

[global_routing]
grt_use_total_pct = 1.63
grtUsageMet2_pct = 2.97
use_met1_pct = 1.22
grt_pass1_wl_um = 841
top_usage_layer = "met2"
antenna_found_initial = 0
met3_usage_pct = 1.02
grt_max_degree = 8
globalRouteOverflowTotal = 0
grt_pass1_vias = 211

[finish]
final_area_sq_um = 422
lay_top_cells = "dfrtp_1 (6), inv_1 (5), clkdlybuf4s50_1 (5)"
layout_top_cell = "dfrtp_1"
flop_area_sq_um = 176
area_growth_pct = 46.5
logic_area_sq_um = 92.6
fillCellCount = 397
drive_above_1_share_pct = 15.2

[flow_run]
drv_cap = 0
warnings = 26

[status]
status = "complete, no violations"
==> sequential cells by signal (all words and copies together) (netlist names) <==
signal / flops
po_half: 1
po_cola: 1
state: 5
==> metrics by stage <==
step	cells	utilization, %	total power, mW	hold WS [ps]
floorplan	24	-	0.168	64.4
global placement	75	11.6	0.180	492
detailed placement	75	11.6	0.180	498
CTS	79	12.3	0.322	375
global route	79	12.3	0.330	395
finish	79	12.3	0.315	371
==> power by group <==
group	switching, mW	leakage [nW]	internal (mW)
Clock	0.0529	0.0150	0.0843
Sequential	0	0.0942	0.158
Combinational	0.0106	0.101	0.00920
Total	0.0635	0.210	0.251
==> worst max path at each step <==
stage                   start        to  slack, ps  depth (start not counted)
after CTS             pi_half  state[1]        310                          5
after global routing  pi_half  state[1]        250                          5
final                 pi_half  state[1]        310                          5
==> cell families after synthesis <==
| family | count (synthesis) | synth area share (%) |
|---|---|---|
| compound gates | 5 | 15.7 |
| fa+ha+maj | 2 | 8.69 |
| buf+inv | 5 | 6.52 |
| flops | 7 | 61.3 |
| simple gates | 5 | 7.83 |
==> Yosys cell counts <==
cell type  n  area share, %
dfrtp_1    6             52
inv_1      5            6.5
a222oi_1   3             10
nand2_1    3            3.9
ha_1       2            8.7
a22o_2     1            3.5
and2_1     1            2.2
dfstp_2    1            9.1
nand3_1    1            1.7
o21ai_0    1            1.7
==> routing by layer <==
metal	wire length [um]	share of wire (%)
met3	45	8.1
met1	183	33
met2	290	52
met5	0	0
met4	34	6.1
==> layout make-up <==
class	instances	share of cell area, %
clock buffer	4	6.23
tap	46	13.6
timing repair buffer	5	11.9
multi-input combinational	12	22.0
inverter	5	4.45
sequential	7	41.8
Power and IR drop assume default switching activity.
